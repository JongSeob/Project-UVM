===== config.mk =====
export PLATFORM = sky130hd
export DESIGN_NAME = FIFO_v
export DESIGN_NICKNAME = FIFO_v
export VERILOG_FILES = /design/flow/design.v
export SDC_FILE = /design/flow/constraint.sdc
export NUM_CORES = 4
export LEC_CHECK = 1
export CORE_UTILIZATION = 50

===== constraint.sdc =====
current_design FIFO_v

set clk_period 11.4
set clk_io_pct 0.2

create_clock -name clk0 -period $clk_period [get_ports {clk}]

set non_clock_inputs [all_inputs -no_clocks]
set_input_delay [expr $clk_period * $clk_io_pct] -clock clk0 $non_clock_inputs
set_output_delay [expr $clk_period * $clk_io_pct] -clock clk0 [all_outputs]

===== design.v =====
interface apb_if (input pclk);
    logic [31:0]    paddr;
    logic [31:0]    pwdata;
    logic [31:0]    prdata;
    logic           pwrite;
    logic           psel;
    logic           penable;
    logic           presetn;
    modport MST (
        input  prdata,
        output paddr, pwdata, pwrite, psel, penable, presetn
    );
    modport SLV (
        input  paddr, pwdata, pwrite, psel, penable, presetn,
        output prdata
    );
endinterface
interface bus_if (input pclk);
    logic [31:0]    paddr;
    logic [31:0]    pwdata;
    logic [31:0]    prdata;
    logic           pwrite;
    logic           psel;
    logic           penable;
    logic           presetn;
endinterface
`timescale 1ns/ 100 ps
module FIFO_v #(
    parameter ADDR_W  = 4,
              DATA_W  = 24,
              BUFF_L  = 16,  
              ALMST_F = 3,
              ALMST_E = 3
)
(
    output  reg     [DATA_W- 1:0]  data_out,
    output  reg     [ADDR_W:0]     data_count,
    output  reg                    empty,
    output  reg                    full,
    output  reg                    almst_empty,
    output  reg                    almst_full,
    output  reg                    err,
    input   wire    [DATA_W -1:0]  data_in,
    input   wire                   wr_en,
    input   wire                   rd_en,
    input   wire                   n_reset,
    input   wire                   clk
);
    reg  [DATA_W-1:0]  mem_array [0:(2**ADDR_W)-1];
    reg  [ADDR_W-1:0]  rd_ptr        , wr_ptr;
    reg  [ADDR_W-1:0]  rd_ptr_nxt    , wr_ptr_nxt;
    reg                full_ff       , empty_ff;
    reg                full_ff_nxt   , empty_ff_nxt;
    reg                almst_f_ff    , almst_e_ff;
    reg                almst_f_ff_nxt, almst_e_ff_nxt;
    reg  [ADDR_W:0]    q_reg         , q_nxt;
    reg                q_add         , q_sub;
    always @ (posedge clk) begin : reg_update
        if(n_reset == 1'b0) begin
            rd_ptr     <= {(ADDR_W-1){1'b0}};
            wr_ptr     <= {(ADDR_W-1){1'b0}};
            full_ff    <= 1'b0;
            empty_ff   <= 1'b1;
            almst_f_ff <= 1'b0;
            almst_e_ff <= 1'b1;
            q_reg      <= {(ADDR_W){1'b0}};
        end
        else begin
            rd_ptr     <= rd_ptr_nxt;
            wr_ptr     <= wr_ptr_nxt;
            full_ff    <= full_ff_nxt;
            empty_ff   <= empty_ff_nxt;
            almst_f_ff <= almst_f_ff_nxt;
            almst_e_ff <= almst_e_ff_nxt;
            q_reg      <= q_nxt;
        end
    end  
    always @ ( almst_e_ff, almst_f_ff, q_reg) begin : Wtr_Mrk_Cont
        almst_e_ff_nxt = almst_e_ff;
        almst_f_ff_nxt = almst_f_ff;
        if(q_reg < ALMST_E)
            almst_e_ff_nxt = 1'b1;
        else
            almst_e_ff_nxt = 1'b0;
        if(q_reg > BUFF_L-ALMST_F)
            almst_f_ff_nxt = 1'b1;
        else
            almst_f_ff_nxt = 1'b0;
    end  
    always @ (wr_en, rd_en, wr_ptr, rd_ptr, empty_ff, full_ff, q_reg) begin
        wr_ptr_nxt   = wr_ptr;  
        rd_ptr_nxt   = rd_ptr;
        full_ff_nxt  = full_ff;
        empty_ff_nxt = empty_ff;
        q_add        = 1'b0;
        q_sub        = 1'b0;
        if(wr_en == 1'b1 & rd_en == 1'b0) begin
            if(full_ff == 1'b0) begin
                if(wr_ptr < BUFF_L-1) begin
                    q_add        = 1'b1;
                    wr_ptr_nxt   = wr_ptr + 1;
                    empty_ff_nxt = 1'b0;
                end
                else begin
                    wr_ptr_nxt   = {(ADDR_W-1){1'b0}};
                    empty_ff_nxt = 1'b0;
                end
                if( (wr_ptr+1 == rd_ptr) || ((wr_ptr == BUFF_L-1) && (rd_ptr == 1'b0)))
                    full_ff_nxt = 1'b1;
            end
        end
        if( (wr_en == 1'b0) && (rd_en == 1'b1)) begin
            if(empty_ff == 1'b0) begin
                if(rd_ptr < BUFF_L-1 ) begin
                    if(q_reg > 0)
                        q_sub = 1'b1;
                    else
                        q_sub = 1'b0;
                    rd_ptr_nxt  = rd_ptr + 1;
                    full_ff_nxt = 1'b0;
                end
                else begin
                    rd_ptr_nxt  = {(ADDR_W-1){1'b0}};
                    full_ff_nxt = 1'b0;
                end
                if( (rd_ptr  + 1 == wr_ptr) || ((rd_ptr == BUFF_L -1) && (wr_ptr == 1'b0 )))
                    empty_ff_nxt = 1'b1;
            end
        end
        if( (wr_en == 1'b1) && (rd_en == 1'b1)) begin
            if(wr_ptr < BUFF_L -1)
                wr_ptr_nxt = wr_ptr  + 1;
            else
                wr_ptr_nxt = {(ADDR_W-1){1'b0}};
            if(rd_ptr < BUFF_L -1)
                rd_ptr_nxt = rd_ptr + 1;
            else
                rd_ptr_nxt = {(ADDR_W-1){1'b0}};
        end
    end   
    always @ (posedge clk) begin : mem_cont
        if( n_reset == 1'b0) begin
            mem_array[rd_ptr] <= {(DATA_W-1){1'b0}};
            data_out          <= {(DATA_W-1){1'b0}};
            err               <= 1'b0;
        end
        else begin
            if( (wr_en == 1'b1) && (full_ff == 1'b0) ) begin
                mem_array[wr_ptr] <= data_in;
                err               <= 1'b0;
            end
            else if( (wr_en == 1'b1) && (full_ff == 1'b1))  
                err               <= 1'b1;
            if( (rd_en == 1'b1) && (empty_ff == 1'b0)) begin
                data_out <= mem_array[rd_ptr];
                err      <= 1'b0;
            end
            else if( (rd_en == 1'b1) && (empty_ff == 1'b1))
                err      <= 1'b1;
        end  
    end  
    always @ ( q_sub, q_add, q_reg) begin : Counter
        case( {q_sub , q_add} )
            2'b01 :
                    q_nxt = q_reg + 1;
            2'b10 :
                    q_nxt = q_reg - 1;
            default :
                    q_nxt = q_reg;
        endcase
    end     
    always @ (full_ff, empty_ff, almst_e_ff, almst_f_ff, q_reg) begin
        full        = full_ff;
        empty       = empty_ff;
        almst_empty = almst_e_ff;
        almst_full  = almst_f_ff;
        data_count  = q_reg;
    end
endmodule

===== run.sh =====
#!/bin/bash
# OpenROAD 26Q1-2900-gdf79404cd8, Yosys 0.63+post, stock flow scripts
make -C /OpenROAD-flow-scripts/flow DESIGN_CONFIG=/design/flow/config.mk WORK_HOME=/design/flow/orfs finish

==> run notes <==
Notes on the physical implementation.

- At the floorplan stage, the core utilization is reported as 51.1%.
- Looking at the max-slew report, the worst-margin pin has a slew of 761 ps.
- The tree is rooted in a clkbuf_16.
- The synthesized netlist occupies a cell area of 16700 µm².
- The buffer count from post-CTS setup fixing is 0, for reference.
- The final timing report derives a shortest allowable period of 4770 ps.
- The cell area after placement is 17800 µm², for reference.
- The overall overflow remaining after global route is 0, for reference.
- The fraction of power consumed by the clock network is 41.2%, for reference.
- Setup repair after global routing left no endpoint under its margin.
- The number of max-slew violations in the final report is 0, for reference.
- The via count of the first global-routing pass is 9050, for reference.
- Once placement completed, the tool counted placed cells totaling 1329.
- The synthesized netlist was found by Yosys to have 852 cells.
- The count of nets left with antenna violations once routing finished came out at 0.
- For reference, the most critical setup path is categorized as input pin to register.
- The final routed DRC violation total is 0, for reference.
- Entering global routing, the biggest net connects 47 pins.
- The worst setup path is launched from an input pin.
- In the final layout, flip-flops and latches occupy 12400 µm².
- By count the netlist is led by 384 x edfxtp_1, 82 x mux4_2, 42 x dfxtp_1.
- Per the synthesis report, the dominant area consumer among library cells is edfxtp_1.
- The met3 usage in global routing is 19.6%, for reference.
- The stage delay of the slowest cell on the critical path is 660 ps, for reference.
- The number of buffers inserted during clock tree synthesis is 44, for reference.
- For this run, global-route usage on met1 was measured as 35.3%.
- The global routing stage identified its most utilized layer as met1.
- The filler cells instantiated in the layout total 2314.
- The final total negative setup slack is 0 ps, for reference.
- Counting along the longest clock path gives a buffer depth of 3.
- The global-route usage over all layers is 24.0%, for reference.
- Yosys reports a chip area of 16700 µm².
- The minimum setup slack in the final design is 6630 ps, for reference.
- The synthesized area per cell is 19.6 µm², for reference.
- Summed over all layers, the routed wires come to 34.7 mm.
- The main area contributors are edfxtp_1 69%, mux4_2 11%, dfxtp_1 5.0%.
- The number of standard-cell rows in the floorplan is 66, for reference.
- The power report attributes to the sequential group a share of 53.3%.
- The worst setup slack before clock tree synthesis is 6210 ps, for reference.
- met2 track demand over resource after global routing is 31.4%.
- The cell family with the largest share of critical-path delay is simple AND/OR/NAND/NOR gates, for reference.
- The data arrival time of the critical path is 5220 ps, for reference.
- The hold buffer count at CTS is 0, for reference.
- The mean number of vias per cell is 5.93, for reference.
- The data required time of the critical path is 11850 ps, for reference.
- The most used flip-flop cell after synthesis is edfxtp_1, for reference.
- The die width is 185 µm, for reference.
- The clock transition at the registers of the reported paths is 60 ps, for reference.
- Summing all non-filler instances in the final layout gives an area of 19200 µm².
- In this run the vertical extent of the chip is 185 µm.
- The H-tree depth is 2, for reference.
- The logic area is 4030 µm², for reference.
- Per the synth stats, the proportion of register bits with asynchronous set or reset is 0%.
- The switching component of the power was reported as 0.669 mW.
- During I/O placement, the number of pins put on the boundary was 62.
- The first global-routing pass estimated 52.7 mm of wire.
- The per-cell routed wire length is 24.6 µm, for reference.
- The pre-antenna-repair detailed-routing pass consisted of 4 iterations.
- The area of the chip is 34100 µm², for reference.
- The later pin in the worst-skew pair is clocked with a latency of 530 ps.
- The final weighted congestion in routability-driven placement is 0.836, for reference.
- The tool flagged a number of max-cap violations equal to 0.
- The cell area power density is 171 nW/µm², for reference.
- Traced cell by cell, the critical path runs through clkdlybuf4s50_1 -> nand2b_1 -> or3_1 -> ha_1 -> xor2_1 -> ha_1 -> a21oi_1 -> xnor2_1 -> or3_1 -> a21oi_1.
- The placed wire-length estimate after detailed placement is 20.0 mm, for reference.
- The worst min-delay path class is register to register, for reference.
- The total tool warning count is 28, for reference.
- Switching power as a fraction of the total was reported as 20.4%.
- The end-of-flow timing check tallies setup violations at 0.
- After synthesis, the largest area contributor takes up 69.1% of total cell area.
- The leakage power total is 6.01 nW, for reference.
- The buffer_ports step reported a buffer count of 61.
- The CTS sink count is 426, for reference.
- The kind of end point of the critical path is a register, for reference.
- The register with the most flip-flops in the layout has 384 of them.
- The core region area is 32700 µm², for reference.
- TritonCTS built the clock tree.
- The number of antenna violations at the first check in global routing is 0.
- The detailed-route via count is 8358, for reference.
- Together, buffers and inverters on the worst path number 1.
- Based on the critical path, the design can be clocked at up to 0.210 GHz.
- The area added between synthesis and finish is 14.9%, for reference.
- The fraction of layout instances using a drive strength above 1 is 19.6%, for reference.
- The post-synth register bit count is 426.
- In the Yosys report, the sequential cells make up 74.1% of the chip area.
- Counting endpoints that fail hold in the final report gives 0.
- The maximum clock skew at final layout is 12.8 ps, for reference.
- The final cycle utilization of the critical path is 41.8%, for reference.
- In this run, distinct cell masters in the synthesized netlist total 47.
- The flow ran to the end, and the final reports show no timing, DRC or antenna violations.
- Warnings reported by Yosys during synthesis add up to 1.
- The tally of non-filler cells in the final layout is 1409, for reference.
- The portion of total power attributed to combinational logic is 5.5%, for reference.
- The critical path's slowest cell is clkdlybuf4s50_1, for reference.
- The reg2reg setup slack is 8220 ps, for reference.
- The headroom to the max-slew limit is 48.8%, for reference.
- The worst-case IR drop observed on VDD is 0.112 mV.
- The power report lists cell-internal power as 2.61 mW.
- The number of enable-type register cells in the synthesized netlist is 384, for reference.
- The gate count of the mapped netlist is 852, for reference.
- Looking at the critical path, the highest net fanout was 15.
- The number of violations reported at the end of detailed-routing iteration 0 is 463, for reference.
- Sorting the synthesis cell report by count puts at the top edfxtp_1.
- Once the clock tree was built, the resizer swapped 0 gates to a different size.
[worst reg2reg max path: stages (launching register included)]
cell,delay [ps]
dfxtp_4,750
ha_1,410
and3_1,250
a211oi_1,90
ha_1,330
xor2_1,180
ha_1,200
a21oi_1,260
xnor2_1,130
or3_1,330
a21oi_1,170
[routing by layer]
| layer | up-vias | wire length [µm] |
|---|---|---|
| met3 | 53 | 6290 |
| met5 | - | 36 |
| met4 | 2 | 608 |
| met2 | 543 | 15000 |
| li1 | 3644 | - |
| met1 | 4116 | 12700 |
[area by class of cell]
type / count / area share (%)
diodes: 1 / 0.0130
clock buffers: 63 / 6.48
clock inverters: 16 / 0.652
inverters: 10 / 0.196
multi-input cells: 364 / 21.0
flip-flops and latches: 426 / 64.5
well taps: 442 / 2.88
repair buffers: 87 / 4.20
[final timing paths]
path,startpoint,to,depth (start not counted)
max,rd_en,q_reg[2],10
min,data_out[0],data_out[0],2
min reg2reg,data_out[0],data_out[0],2
max reg2reg,rd_ptr[0],q_reg[2],10
[stage by stage]
stage / power (mW) / utilization [%] / hold slack [ps]
after floorplan: 1.90 / - / 412
after detailed placement: 1.96 / 54.5 / 457
after global placement: 1.96 / 54.5 / 453
after CTS: 3.31 / 58.6 / 469
after global routing: 3.39 / 58.6 / 490
final: 3.28 / 58.7 / 466
[cell families (layout without fill, tap and decap cells)]
family	after synthesis	in the layout	synth area share (%)
DFF	426	426	74.1
and+or+nand+nor	130	130	3.91
muxes	124	124	14.9
AOI/OAI and AO/OA	89	89	3.72
buffers and inverters	62	176	2.08
xor gates and xnor gates	14	14	0.734
adders and majority gates	7	7	0.524
other	0	1	0
[cells in the final DEF (no fill, tap or decap), types with 16 or more instances in the layout]
master and count:
o211ai_1 25, mux2i_1 28, a22oi_1 24, edfxtp_1 384, nor2_2 16, nand2_1 35, clkbuf_16 45, mux4_2 82
and2_1 24, buf_4 26, clkdlybuf4s50_1 61, dfxtp_1 39
[power by group through the flow]
stage / Clock (mW) / Combinational [mW] / Sequential [mW]
CTS: 1.38 / 0.181 / 1.75
global route: 1.44 / 0.197 / 1.75
finish: 1.35 / 0.180 / 1.75
No activity file was given, so power comes from the tool's default toggle rates.
