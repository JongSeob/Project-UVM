==> flow/design.v <==
interface apb_if (input pclk);
    logic [31:0]    paddr;
    logic [31:0]    pwdata;
    logic [31:0]    prdata;
    logic           pwrite;
    logic           psel;
    logic           penable;
    logic           presetn;
    modport MST (
        input  prdata,
        output paddr, pwdata, pwrite, psel, penable, presetn
    );
    modport SLV (
        input  paddr, pwdata, pwrite, psel, penable, presetn,
        output prdata
    );
endinterface
interface bus_if (input pclk);
    logic [31:0]    paddr;
    logic [31:0]    pwdata;
    logic [31:0]    prdata;
    logic           pwrite;
    logic           psel;
    logic           penable;
    logic           presetn;
endinterface
module ahb3lite_to_wb (
  clk_i,
  rst_n_i,
  sHADDR,
  sHWDATA,
  sHWRITE,
  sHREADYOUT,
  sHSIZE,
  sHBURST,
  sHSEL,
  sHTRANS,
  sHRDATA,
  sHRESP,
  sHREADY,
  sHPROT,
  to_wb_dat_i,
  to_wb_adr_i,
  to_wb_sel_i,
  to_wb_we_i,
  to_wb_cyc_i,
  to_wb_stb_i,
  from_wb_dat_o,
  from_wb_ack_o,
  from_wb_err_o
  );
input           clk_i;
input	        rst_n_i;
input   [31:0]  sHADDR;
input   [31:0]  sHWDATA;
input           sHWRITE;
input   [ 2:0]  sHSIZE;
input   [ 2:0]  sHBURST;
input           sHSEL;
input   [ 1:0]  sHTRANS;
input           sHREADY;
input   [ 3:0]  sHPROT;
output          sHREADYOUT;
output  [31:0]  sHRDATA;
output          sHRESP;
output  [31:0]  to_wb_dat_i;
output  [31:0]  to_wb_adr_i;
output  [ 3:0]  to_wb_sel_i;
output          to_wb_we_i;
output          to_wb_cyc_i;
output          to_wb_stb_i;
input   [31:0]  from_wb_dat_o;
input           from_wb_ack_o;
input           from_wb_err_o;
reg         NextsHRESP;
reg         isHRESP;
reg         Nextto_wb_cyc_i;
reg         ito_wb_cyc_i;
reg         Nextto_wb_stb_i;
reg         ito_wb_stb_i;
reg [ 3:0]  Nextto_wb_sel_i;
reg [ 3:0]  ito_wb_sel_i;
reg [31:0]  Nextto_wb_adr_i;
reg [31:0]  ito_wb_adr_i;
reg         Nextto_wb_we_i;
reg         ito_wb_we_i;
assign to_wb_adr_i   = ito_wb_adr_i;
assign to_wb_we_i    = ito_wb_we_i;
assign to_wb_dat_i   = sHWDATA;
assign to_wb_sel_i   = ito_wb_sel_i;
assign sHRDATA       = from_wb_dat_o;
assign sHREADYOUT    = (to_wb_stb_i)   ? from_wb_ack_o : 1'b1;
assign sHRESP        = (from_wb_err_o) ? 1'b1          : isHRESP;
assign to_wb_cyc_i   = ito_wb_cyc_i;
assign to_wb_stb_i   = ito_wb_stb_i;
always @(*)
begin
  NextsHRESP      = isHRESP;
  Nextto_wb_cyc_i = ito_wb_cyc_i;
  Nextto_wb_stb_i = ito_wb_stb_i;
  Nextto_wb_adr_i = ito_wb_adr_i;
  Nextto_wb_we_i  = ito_wb_we_i;
  Nextto_wb_sel_i = ito_wb_sel_i;
  if(sHSEL)
    begin
      if(sHREADY)
        begin
          if(sHSIZE != 3'b010)
            begin
              Nextto_wb_we_i  = 1'b0;
              Nextto_wb_cyc_i = 1'b0;
              Nextto_wb_stb_i = 1'b0;
              Nextto_wb_adr_i = 32'b0;
              Nextto_wb_sel_i = 4'b0;
              if(sHTRANS == 2'b00)
                NextsHRESP    = 1'b0;
              else
                NextsHRESP    = 1'b1;
            end
          else
            begin
              case(sHTRANS)
                2'b00:
                  begin
                    NextsHRESP      = 1'b0;
                    Nextto_wb_cyc_i = 1'b0;
                    Nextto_wb_stb_i = 1'b0;
                    Nextto_wb_adr_i = 32'b0;
                    Nextto_wb_sel_i = 4'b0;
                  end
                2'b01:
                  begin
                    Nextto_wb_cyc_i = 1'b1;
                    Nextto_wb_stb_i = 1'b0;
                  end
                2'b10,2'b11:
                  begin
                    NextsHRESP      = 1'b0;
                    Nextto_wb_cyc_i = 1'b1;
                    Nextto_wb_stb_i = 1'b1;
                    Nextto_wb_adr_i = sHADDR;
                    Nextto_wb_we_i  = sHWRITE;
                    Nextto_wb_sel_i = 4'b1111;
                  end
              endcase
            end
        end
      else
        begin
        end
    end
  else
    begin
      NextsHRESP      = 1'b0;
      Nextto_wb_we_i  = 1'b0;
      Nextto_wb_cyc_i = 1'b0;
      Nextto_wb_stb_i = 1'b0;
      Nextto_wb_adr_i = 32'b0;
      Nextto_wb_sel_i = 3'b0;
    end
end
always @(posedge clk_i or negedge rst_n_i)
begin
  if(!rst_n_i)
    begin
      isHRESP      <= 1'b0;
      ito_wb_cyc_i <= 1'b0;
      ito_wb_stb_i <= 1'b0;
      ito_wb_adr_i <= 32'b0;
      ito_wb_we_i  <= 1'b0;
      ito_wb_sel_i <= 4'b0;
    end
  else
    begin
      isHRESP      <= NextsHRESP;
      ito_wb_cyc_i <= Nextto_wb_cyc_i;
      ito_wb_stb_i <= Nextto_wb_stb_i;
      ito_wb_adr_i <= Nextto_wb_adr_i;
      ito_wb_we_i  <= Nextto_wb_we_i;
      ito_wb_sel_i <= Nextto_wb_sel_i;
    end
end
endmodule
==> flow/run.sh <==
#!/bin/bash
# OpenROAD 26Q1-2900-gdf79404cd8, Yosys 0.63+post, stock flow scripts
make -C /OpenROAD-flow-scripts/flow DESIGN_CONFIG=/design/flow/config.mk WORK_HOME=/design/flow/orfs finish
==> flow/config.mk <==
export PLATFORM = sky130hd
export DESIGN_NAME = ahb3lite_to_wb
export DESIGN_NICKNAME = ahb3lite_to_wb
export VERILOG_FILES = /design/flow/design.v
export SDC_FILE = /design/flow/constraint.sdc
export NUM_CORES = 4
export LEC_CHECK = 1
export CORE_AREA = 10 10 120 120
export DIE_AREA = 0 0 130 130
==> flow/constraint.sdc <==
current_design ahb3lite_to_wb

set clk_period 1.5
set clk_io_pct 0.2

create_clock -name clk0 -period $clk_period [get_ports {clk_i}]

set non_clock_inputs [all_inputs -no_clocks]
set_input_delay [expr $clk_period * $clk_io_pct] -clock clk0 $non_clock_inputs
set_output_delay [expr $clk_period * $clk_io_pct] -clock clk0 [all_outputs]
==> qor.txt <==
first-pass GRT wire length - 8140 microns
MaxCap Viol Count - 0
CP delay by family, top - buffers and inverters
Critical R2R Capture - ito_wb_we_i$_DFFE_PN0P_
# IOs - 220
Async SR Flop Fraction - 100%
top-count cell post-synth - buf_4
Final Hold Fails - 0
hold_ws - 431 ps
Seq cells post-synth - 37
fp_density - 16.8%
Gate Count Post-Synth - 163
clock sink count - 37
CTS tree - yes
WP data required - 1200 ps
Hold Crit Class - primary input to asynchronous set/reset pin
status - completed
synth cell count leaders - 67 x buf_4, 37 x dfrtp_1, 27 x a22o_2
antenna viol nets, final - 0
fin area - 2770 sq um
RSZ-0062 raised after global routing - no
Max Clock Skew - 0 ps
initial DRC count - 35
Critical Path Source Type - primary input
Final setup violation count - 0
largest net degree at the start of global routing - 29
fill count - 1267
YS chip area - 2010 sq um
Non-Filler Instances - 343
reg-to-reg critical path startpoint - ito_wb_we_i$_DFFE_PN0P_
height of the die - 130 microns
worst path buffer plus inverter count - 2
H-Tree Depth - 2
input/output buffers - 84
reg2reg setup slack - 500 ps
utilization after layout - 23.2%
Synth cell types - 22
type of the worst setup path - primary input to output pin
Seq/Total Area, Yosys - 46.1%
Post-route DRC - 0
Highest Signal Layer - met4
Row Count - 40
Core ar. - 11900 sq um
fin crit period - 1450 ps
CP Capture Type - output pin
count of library flops with an enable pin - 0
initial antenna violation count - 0
Avg Vias per Cell - 3.69
Setup Total Neg Slack - 0 ps
Slew @ Worst Pin - 277 ps
Top-area cell share - 46.1%
routed length per instance - 15.1 microns
final worst path period share - 96.6%
Total Power - 2.50 mW
GP Congestion - 0.718
PnR worst setup slack - 50.9 ps
CP arrival - 1150 ps
P_leak - 1.25 nW
Post-synth area hogs - dfrtp_1 46%, buf_4 25%, a22o_2 13%
All-Layer GR Usage - 6.13%
antenna diode count - 0
fmax - 690 MHz
max-slew violations - 0
Cells after DPL - 332
R2R depth - 3
clk buf depth - 2
Mapped Area - 2010 sq um
Clock transition at path regs - 60 ps
die area - 16900 sq um
synthesis-to-layout area growth - 38.0%
syn_area_per_cell - 12.3 sq um
Worst VDD drop - 402 uV
Worst path slowest cell - clkdlybuf4s50_1
critical path's largest stage delay - 390 ps
number of global-route vias before repair - 1467
via count - 1267
Dominant flop cell - dfrtp_1
Power Dens Cells - 901 nW/um^2
Clock Tree Root - clkbuf_16
DP Area - 2560 sq um
highest net fanout along the worst path - 1
slew margin rel. - 81.6%
Met3 Routed Length - 534 microns
ys cells - 163
dpl hpwl - 4040 microns
largest area contributor in the netlist - dfrtp_1
Inserted Clock Buffers - 5
layout cell share with drive strength beyond 1 - 27.0%
warnings from Yosys - 1
total grt overflow - 0
Setup WS pre-CTS - -249 ps
met2 wire len - 2370 microns
CP Cell Sequence - clkdlybuf4s50_1 > or2_2 > clkdlybuf4s15_1
drt total wl - 5180 microns
Die X - 130 microns
tool warnings - 32
Post-Route M1 WL - 2210 microns
drt first pass iters - 4
Insertion Delay late pin - 270 ps
[cell usage in the layout (no fill, tap or decap), types with 2 or more instances in the layout]
cell type | netlist | final
inv_1 | 2 | 2
a21o_1 | 2 | 2
dlymetal6s2s_1 | 0 | 4
a22o_1 | 5 | 5
dfrtp_1 | 37 | 37
nand2b_1 | 2 | 2
clkbuf_16 | 0 | 5
a22o_2 | 27 | 27
buf_12 | 4 | 5
nand2_1 | 2 | 2
clkdlybuf4s50_1 | 0 | 77
buf_4 | 67 | 9
[layer usage]
layer	global-route usage, %	vias up
met2	9.67	75
met1	7.41	607
met5	0	-
met4	1.12	0
li1	-	571
met3	3.21	14
[power by group]
group          leakage [nW]  switching [mW]  internal [mW]
Clock                0.0841           0.404          0.831
Sequential            0.514         0.00687           1.01
Combinational         0.652          0.0823          0.163
Total                  1.25           0.493           2.00
[worst register-to-register path, delay by kind of cell, from the launching register on]
kind | cells | cell delay [ps]
DFF | 1 | 390
AOI/OAI and AO/OA | 2 | 360
buffers and inverters | 1 | 140
[worst max path at each step]
stage / slack [ps] / startpoint / end / depth (start not counted)
4_1_cts: 20 / ito_wb_sel_i[2]$_DFFE_PN0P_ / to_wb_sel_i[0] / 1
5_1_grt: 10 / ito_wb_stb_i$_DFFE_PN0P_ / to_wb_stb_i / 1
6_report: 50 / from_wb_err_o / sHRESP / 3
[area by class of cell]
| cell class | count | area [sq um] | area share, % |
|---|---|---|---|
| flip-flops and latches | 37 | 926 | 33.4 |
| inverters | 2 | 7.51 | 0.271 |
| multi-input cells | 50 | 457 | 16.5 |
| clock inverters | 1 | 30.0 | 1.08 |
| repair buffers | 99 | 1020 | 36.9 |
| clock buffers | 7 | 143 | 5.15 |
| well taps | 147 | 184 | 6.64 |
[what timing repair did]
action                     in CTS  in global routing
setup buffers                   0                  2
cloned                          0                  0
resized                         3                  4
pin swaps                       0                  0
hold buffers                    1                  0
hold endpoints to repair        9                  0
setup endpoints to repair       2                  7
[kinds of logic after synthesis]
kind of cell / count (synthesis) / share of synthesized area, %
AND/OR/NAND/NOR: 9 / 3.49
buffers and inverters: 76 / 31.1
AND-OR/OR-AND: 41 / 19.3
flip-flops: 37 / 46.1
[flip-flops by register name, summed over array words and instances, names as in the netlist]
name          cells
ito_wb_sel_i      1
ito_wb_adr_i     32
ito_wb_we_i       1
isHRESP           1
ito_wb_stb_i      1
ito_wb_cyc_i      1
No activity file was given, so power comes from the tool's default toggle rates.
