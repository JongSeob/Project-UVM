<file path="./run.sh">
#!/bin/bash
# OpenROAD 26Q1-2900-gdf79404cd8, Yosys 0.63+post, stock flow scripts
make -C /OpenROAD-flow-scripts/flow DESIGN_CONFIG=/design/flow/config.mk WORK_HOME=/design/flow/orfs finish
</file>
<file path="./config.mk">
export PLATFORM = sky130hd
export DESIGN_NAME = reg_ctrl
export DESIGN_NICKNAME = reg_ctrl
export VERILOG_FILES = /design/flow/design.v
export SDC_FILE = /design/flow/constraint.sdc
export NUM_CORES = 4
export LEC_CHECK = 1
export CORE_UTILIZATION = 30
</file>
<file path="./constraint.sdc">
current_design reg_ctrl

set clk_period 38.1
set clk_io_pct 0.2

create_clock -name clk0 -period $clk_period [get_ports {clk}]

set non_clock_inputs [all_inputs -no_clocks]
set_input_delay [expr $clk_period * $clk_io_pct] -clock clk0 $non_clock_inputs
set_output_delay [expr $clk_period * $clk_io_pct] -clock clk0 [all_outputs]
</file>
<file path="./design.v">
interface apb_if (input pclk);
    logic [31:0]    paddr;
    logic [31:0]    pwdata;
    logic [31:0]    prdata;
    logic           pwrite;
    logic           psel;
    logic           penable;
    logic           presetn;
    modport MST (
        input  prdata,
        output paddr, pwdata, pwrite, psel, penable, presetn
    );
    modport SLV (
        input  paddr, pwdata, pwrite, psel, penable, presetn,
        output prdata
    );
endinterface
interface bus_if (input pclk);
    logic [31:0]    paddr;
    logic [31:0]    pwdata;
    logic [31:0]    prdata;
    logic           pwrite;
    logic           psel;
    logic           penable;
    logic           presetn;
endinterface
module reg_ctrl
  #(
    parameter ADDR_WIDTH = 8,
    parameter DATA_WIDTH = 16,
    parameter DEPTH		 =256,
    parameter RESET_VAL	 = 16'h1234 
  )
  (
    input					 	clk,
    input						rstn,
    input	[ADDR_WIDTH-1 :0] 	addr,
    input						sel,
    input						wr,
    input	[DATA_WIDTH-1 :0]	wdata,
    output reg [DATA_WIDTH-1 :0] rdata,
    output reg					ready    
  );
  reg [DATA_WIDTH-1 :0] ctrl [DEPTH];
  reg					ready_dly;
  wire					ready_pe;
  always @ (posedge clk) begin
    if(!rstn) begin
      for(int i=0; i< DEPTH; i+=1) begin
        ctrl[i] <= RESET_VAL;
      end
    end
    else begin
      if(sel & ready & wr) begin
        ctrl[addr] <= wdata;
      end
      if(sel & ready & !wr) begin
        rdata <= ctrl[addr];
      end
      else begin
        rdata <= 0;
      end
    end
  end
  always @ (posedge clk) begin
    if(!rstn) begin
      ready <= 1;
    end
    else begin
      if(sel & ready_pe) begin
        ready <= 1;
      end
      if(sel & ready & !wr) begin
        ready <= 0;
      end
    end
  end
  always @ (posedge clk) begin
    if(!rstn)
      ready_dly <= 1;
    else
      ready_dly <= ready;
  end
  assign ready_pe = ~ready & ready_dly;
endmodule
</file>
==> Table 3: Implementation characteristics <==
Table: implementation figures

Parameter                              Value

Run status
  Status    completed

Run
  Number of warnings the tools reported    26
  Max-cap violation count    0

Global route
  GR Util All Layers    0.184
  Number of antenna violations at the first check in global routing    29
  Total global routing overflow    0
  Via count of the first global-routing pass    ~110k
  Wire length of the first global-routing pass    801,000 um
  Maximum number of pins on one net before global-route repair    slightly above 90

Synthesis
  Yosys stat chip area    roughly 190,000 sq um
  Instance count of the mapped netlist    12,600
  Ys flop type    edfxtp_1
  Yosys Warn Count    1
  Avg Inst Size Synth    15.0 sq um
  Share of the yosys chip area belonging to registers    0.655
  Yosys Instances    around 13,000
  Number of different library cells in the post-synthesis netlist    approximately 49
  Summed instance area of the synthesized netlist    roughly 190,000 sq um
  Synth async-reset ratio    0
  #FFs+latches synth    just over 4,000
  Number of enable flip-flop cells    between 4,000 and 5,000

Placed design
  Cell Count Post-Placement    between 20,000 and 25,000
  Setup Slack @ Placement    approximately 24 ns
  IO Port Bufs    roughly 44
  Gp weighted congestion    between 0.9 and 1
  HPWL reported at the end of detailed placement    roughly 340,000 um

Timing
  Final sum of negative setup slack    0 ns
  Final worst-path setup slack    around 25 ns
  Final setup violating endpoints    0
  Slew at the pin closest to its max-slew limit    ~1.4 ns
  Clock skew after layout    approximately 0.10 ns
  Final Cycle Share    0.341
  Maximum frequency from static timing analysis    76.9 MHz
  Headroom to the max-slew limit    0.0719
  Final min period    roughly 13 ns
  Hold violation total from the final report    0
  Final-report max-slew violation count    0
  Worst Hold Margin    around 0.54 ns
  Unrepaired setup endpoints after global routing    no

Power and ir drop
  Overall power after layout    9840 uW
  Switching share of total power    0.230
  Part of the power in the clock network    0.419
  Maximum vdd drop    0.0375 mV
  Power per unit of standard cell area    between 40 and 50 nW/um^2
  Combinational share of power    0.062
  Net switching component of the power    roughly 2300 uW
  Sequential group share of total power    0.519
  Cell internal power dissipation    7580 uW
  Leakage power summed over all cells    0.0668 uW

Die
  Die height    795 um
  Chip width    between 700 and 800 um
  Placeable Area    about 620,000 sq um
  Pre-Place Util    0.302
  Number of top-level pins    between 40 and 50
  # rows    between 200 and 300
  Die footprint    around 630,000 sq um

Critical path
  CP max FO    around 58
  Most used cell along the critical path    buf_4
  Critical path arrival    13.71 ns
  Biggest cell delay along the critical path    0.76 ns
  Chain of cells forming the critical path    buf_16 -> buf_4 -> buf_4 -> buf_4 -> buf_4 -> buf_4 -> mux4_2 -> mux4_2 -> a32oi_1 -> buf_4 -> and4_1 -> nand3_1
  Worst path slowest cell    a32oi_1
  Sort of element at the start of the critical path    primary input
  Kind of end point of the critical path    register
  Category of the critical setup timing path    primary input to register
  CP required    38.81 ns

Clocking
  Clock insertion delay at the later pin of the skew report    approximately 1.0 ns
  # Post-CTS Setup Buffers    0
  TritonCTS Sinks    about 4,000
  CTS H-tree depth    5
  Post-CTS sizing    0
  Number of buffers created by CTS    between 400 and 500
  Number of hold-repair buffers added at the cts stage    0
  Clock input transition at the sequential cells of the worst setup and hold paths    0.06 ns
  CTS Buffer Depth    4
  CTS tree    built
  Root buf cell    clkbuf_16

Routing
  Routed length per instance    approximately 26 um
  Number of nets with antenna violations after routing    0
  Number of DRC markers after the initial detailed-route iteration    6,724
  Drt via density    just over 5
  Vias after detailed routing    ~110k
  Total wire length after detailed routing    about 550,000 um
  DR pass1 iterations    5
  Total DRC errors in the routed layout    0

Cells and area
  Number of standard cells in the layout, taps in and fillers out    20,900
  Count of fill cells added during filler insertion    58,500
  P&R area growth vs syn    12.6%
  Comb. cell area    59,400 sq um
  Share of cells above drive strength 1    0.179
  Seq. cell area    roughly 120,000 sq um

Hold path
  Worst min-delay path class    register to register
[flip-flops by register name (all words and copies together), names as in the netlist]
name / cells
ready_dly: 1
ready: 1
rdata: 16
ctrl: 4096
[path summary, 6_finish.rpt]
kind              slack [ns]      start  depth (start not counted)            end
hold reg to reg         0.54  ready_dly                          2          ready
setup / recovery       25.10    addr[1]                         12       rdata[3]
hold / removal          0.54  ready_dly                          2          ready
setup reg to reg       33.91      ready                          7  ctrl[164][14]
[worst max-delay path, delay by kind of cell]
family,cells,cell delay [ns]
buffers and inverters,7,3.55
multiplexers,2,0.94
AND-OR/OR-AND,1,0.76
AND/OR/NAND/NOR,2,0.53
[synthesized netlist by cell type (2+ instances only)]
cell | number | share of area
o21ai_0 | 310 | 0.0082
nor2_1 | 292 | 0.0058
mux2_2 | 11 | 0.00066
nor3_1 | 13 | 0.00035
o211ai_1 | 46 | 0.0018
nand2_1 | 293 | 0.0058
nor3_2 | 2 | 0.00011
a21oi_1 | 115 | 0.0031
mux4_2 | 958 | 0.11
nor3b_1 | 2 | 0.000080
dfxtp_1 | 2 | 0.00021
buf_1 | 31 | 0.00062
and3b_1 | 3 | 0.00014
a32o_1 | 15 | 0.00080
and3_1 | 33 | 0.0011
nor2b_1 | 28 | 0.00093
and4_1 | 16 | 0.00074
and2_1 | 2836 | 0.094
buf_4 | 55 | 0.0022
or3_1 | 1235 | 0.041
o41ai_1 | 14 | 0.00065
buf_6 | 29 | 0.0017
mux2i_1 | 221 | 0.012
a31o_1 | 2 | 0.000093
nand3_1 | 67 | 0.0018
o31ai_1 | 15 | 0.00060
a221oi_1 | 4 | 0.00019
clkbuf_1 | 1217 | 0.024
o21ai_1 | 2 | 0.000053
a21o_1 | 17 | 0.00068
a32oi_1 | 33 | 0.0015
edfxtp_1 | 4112 | 0.65
buf_2 | 150 | 0.0040
a211oi_1 | 32 | 0.0013
a22o_1 | 3 | 0.00014
nor2_2 | 2 | 0.000066
nand2b_1 | 67 | 0.0022
a21boi_0 | 15 | 0.00060
or2_2 | 2 | 0.000066
a22oi_1 | 266 | 0.011
nand4_1 | 17 | 0.00056
[layout by cell type, fill, tap and decap left out, types with 221 or more instances in the layout]
cell type / synthesis / routed
buf_4: 55 / 590
nor2_1: 292 / 289
and2_1: 2836 / 2834
nand2_1: 293 / 282
mux2i_1: 221 / 221
or3_1: 1235 / 1231
clkbuf_16: 0 / 440
a22oi_1: 266 / 266
o21ai_1: 2 / 240
mux4_2: 958 / 958
edfxtp_1: 4112 / 4112
[cells by family after synthesis]
family,synth area share
buffers and inverters,0.0328
muxes,0.127
and+or+nand+nor,0.155
DFF,0.655
AOI/OAI and AO/OA,0.0305
[through the flow]
step	cell area (sq um)	utilization
final	212000	0.340
after CTS	212000	0.339
after floorplan	189000	-
after detailed placement	198000	0.318
after global placement	198000	0.317
after global routing	212000	0.340
[layer usage]
layer,GRT usage,up-vias,routed length [um]
li1,-,46400,-
met1,0.218,53000,193000
met2,0.271,5379,251000
met3,0.129,928,86800
met4,0.0542,28,20100
met5,0.0193,-,1890
[layout make-up]
cell class,instances,area share
Antenna cell,81,0.000955
Tap cell,8322,0.0490
Sequential cell,4114,0.582
Inverter,1,0.0000295
Multi-Input combinational cell,6994,0.280
Clock buffer,561,0.0542
Clock inverter,232,0.0101
Timing Repair Buffer,641,0.0242
[power by group through the flow]
stage / logic (uW) / registers, uW / clock network (uW)
CTS: 613 / 5110 / 4180
global route: 645 / 5120 / 4350
finish: 610 / 5110 / 4120
No activity file was given, so power comes from the tool's default toggle rates.
